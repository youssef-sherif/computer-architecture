[./run.sh]
#!/bin/bash
# OpenROAD 26Q1-2900-gdf79404cd8, Yosys 0.63+post, stock flow scripts
make -C /OpenROAD-flow-scripts/flow DESIGN_CONFIG=/design/flow/config.mk WORK_HOME=/design/flow/orfs finish
[./config.mk]
export PLATFORM = sky130hd
export DESIGN_NAME = regfile
export DESIGN_NICKNAME = regfile
export VERILOG_FILES = /design/flow/design.v
export SDC_FILE = /design/flow/constraint.sdc
export NUM_CORES = 4
export LEC_CHECK = 1
export CORE_UTILIZATION = 30
[./constraint.sdc]
current_design regfile

set clk_period 5.9
set clk_io_pct 0.2

create_clock -name clk0 -period $clk_period [get_ports {clk}]

set non_clock_inputs [all_inputs -no_clocks]
set_input_delay [expr $clk_period * $clk_io_pct] -clock clk0 $non_clock_inputs
set_output_delay [expr $clk_period * $clk_io_pct] -clock clk0 [all_outputs]
[./design.v]
module regfile(input logic clk, 
input logic we3, input logic [4:0] ra1, ra2, wa3, 
input logic [31:0] wd3, 
output logic [31:0] rd1, rd2);
logic [31:0] rf[31:0];
always_ff @(posedge clk)
 if (we3) rf[wa3] <= wd3;
assign rd1=(ra1 !=0) ? rf[ra1] : 0; 
assign rd2=(ra2 !=0) ? rf[ra2] : 0;
 endmodule
==> qor.yml <==
synthesis:
  syn_inst: 2400
  asyncSetResetFlopFracSynth_pct: 0
  ys_warn_count: 1
  yosysUniqueCellTypes: 40
  yosys_area_um2: 47000
  ys_ff: 1024
  synth_seq_share_pct: 65.5
  synth_area_um2: 47000
  synth_top_flop_cell: "edfxtp_1"
  avgSynthCellArea_um2: 19.6
  ys_cells: 2400
  edf_count: 1024
run_status:
  status: "finished, final reports clean"
routing:
  vias_per_cell: 5.64
  met2_length_um: 68300
  antenna_left: 0
  drc_errors: 0
  met3_length_um: 29000
  wl_um: 148000
  wl_met1_um: 45900
  num_vias: 26634
  drtPass1Iterations: 5
  drtIter0Drc: 1612
  dr.max_layer_used: "met5"
  wire_per_inst_um: 31.4
timing:
  worst_pin_slew_ns: 0.927
  fmax_ghz: 0.181
  hold_violations: 0
  rsz0062_at_grt: "false"
  fin_crit_ns: 5.52
  setup_viol: 0
  fin_tns_setup_ns: 0
  maxSlewViolCount: 0
  period_used_pct: 93.6
  timing.slew.headroom_pct: 38.1
job:
  tool_warnings: 26
  drv_cap: 0
power:
  power.static_leakage_nw: 17.5
  ir_drop_v: 0.000227
  p_per_area_nw_per_um2: 296
  total_power_mw: 16.3
global_routing:
  grt_pass1_vias: 29551
  antenna_found_initial: 12
  grt_max_degree: 53
  grt_use_total_pct: 20.2
  grt_overflow: 0
  grt_pass1_wl_um: 210000
floorplanning:
  io_pins: 113
  row_count: 144
  core_region_area_um2: 155000
  die_w_um: 398
  die_area_um2: 158000
  die_h_um: 398
  floorplan.initialDensity_pct: 30.3
placed_design:
  dp_hpwl_um: 92200
  place_congestion: 0.927
  io_buffers: 112
worst_setup_path:
  arrival_ns: 4.34
  required_ns: 4.72
  worst_path_largest_cell_delay_ns: 0.65
  path_common_cell: "buf_4"
  critPathKind: "in -> out"
  worst_setup_path_start_kind: "input port"
  critPathSlowestCell: "a211oi_1"
  crit_fanout: 35
  path_cells: "buf_6, buf_12, buf_4, mux4_2, a22o_1, a211oi_1, nor3_1, buf_4, clkdlybuf4s50_1"
  critPathCaptureType: "primary output"
clock_network:
  root_buffer: "clkbuf_16"
  hold_buffers: 0
  cts_max_level: 3
  tritoncts: "yes"
  cts-buffers-inserted: 106
  clock_path_buffers: 3
  clkSinkCount: 1024
  clk_pin_slew_ns: 0.06
  cts_setup_buffers: 0
finish:
  postLayoutCoreUtil_pct: 35.6
  top_regs: "rf: 1024 flops"
  largest_reg_flops: 1024
  syn2layout_area_growth_pct: 17.4
  drive_gt1_share_pct: 30.4
  regMostFlops: "rf"
worst_hold_path:
  hold_path.class: "in -> reg"
-- per-layer routing --
metal	global-route usage (%)	vias to the layer above
met5	3.72	-
met4	4.88	30
met3	17.6	287
met2	29.9	1974
met1	21.2	13486
li1	-	10857
-- cells in the final DEF, fill, tap and decap left out, types with 33 or more instances in the layout --
cell                n
a211oi_1           47
a22o_1             62
mux2i_1           183
mux4_2            425
clkbuf_16         108
buf_4             152
o22ai_1            55
nand2_1            64
edfxtp_1         1024
nor2_4             33
a21oi_1            46
clkdlybuf4s50_1   105
-- logic make-up (layout without fill, tap and decap cells) --
kind of cell / after synthesis / after routing / synth area share, %
simple gates: 187 / 187 / 1.94
flops: 1024 / 1024 / 65.5
other cells: 0 / 2 / 0
compound gates: 331 / 331 / 5.41
buf+inv: 226 / 506 / 2.31
mux: 632 / 632 / 24.9
-- repair_timing --
| action | 4_1_cts | 5_1_grt |
|---|---|---|
| setup endpoints to repair | 0 | 1 |
| gates resized | 0 | 1 |
| endpoints found under the hold margin | 0 | 0 |
-- worst paths after layout --
check,slack (ns),cells after the start,startpoint,endpoint
worst max-delay path,0.38,9,ra2[2],rd2[7]
worst min-delay path,1.32,2,wd3[4],rf[7][4]
-- cell usage after synthesis, types with 31 or more instances --
| library cell | n | area [um^2] |
|---|---|---|
| o221ai_1 | 31 | 272 |
| nor3_1 | 32 | 160 |
| edfxtp_1 | 1024 | 30700 |
| a211oi_1 | 47 | 353 |
| a21oi_1 | 46 | 230 |
| o22ai_1 | 55 | 344 |
| mux2i_1 | 183 | 1830 |
| nor2_1 | 35 | 131 |
| nand2_1 | 65 | 244 |
| a22o_1 | 62 | 543 |
| clkbuf_1 | 104 | 390 |
| buf_2 | 58 | 290 |
| mux4_2 | 425 | 9570 |
| a2111oi_0 | 31 | 272 |
-- final cells by class --
cell class / count / area [um^2]
well taps: 2044 / 2560
multi-input cells: 1150 / 15400
flip-flops and latches: 1024 / 30700
fillers: 14089 / 99700
clock buffers: 127 / 2770
diodes: 2 / 5.00
repair buffers: 290 / 2820
clock inverters: 64 / 676
inverters: 25 / 98.8
-- power breakdown --
| group | internal, mW | total, mW | switching [mW] |
|---|---|---|---|
| combinational | 0.667 | 1.53 | 0.867 |
| sequential | 8.10 | 8.13 | 0.0342 |
| clock | 3.90 | 6.68 | 2.78 |
-- worst max-delay path: cells and delay by family --
family	cells	cell delay, ns
multiplexers	1	0.36
AND/OR/NAND/NOR	1	0.31
AND-OR/OR-AND	2	0.94
buffers and inverters	5	1.51
-- stage by stage --
step	instances	hold slack, ns	worst slack, ns	cell area, um^2
2_1_floorplan	2400	1.28	1.97	47000
3_3_place_gp	4533	2.01	0.196	51700
3_5_place_dp	4533	2.02	0.117	51700
4_1_cts	4724	1.29	0.0798	55100
5_1_grt	4726	1.32	0.224	55100
6_report	4726	1.32	0.379	55100
Power and IR drop assume default switching activity.
