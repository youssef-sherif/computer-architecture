===== ./constraint.sdc =====
current_design adder

set clk_period 18.1
set clk_io_pct 0.2

create_clock -name clk0 -period $clk_period

set non_clock_inputs [all_inputs -no_clocks]
set_input_delay [expr $clk_period * $clk_io_pct] -clock clk0 $non_clock_inputs
set_output_delay [expr $clk_period * $clk_io_pct] -clock clk0 [all_outputs]

===== ./run.sh =====
#!/bin/bash
# OpenROAD 26Q1-2900-gdf79404cd8, Yosys 0.63+post, stock flow scripts
make -C /OpenROAD-flow-scripts/flow DESIGN_CONFIG=/design/flow/config.mk WORK_HOME=/design/flow/orfs finish

===== ./config.mk =====
export PLATFORM = sky130hd
export DESIGN_NAME = adder
export DESIGN_NICKNAME = adder
export VERILOG_FILES = /design/flow/design.v
export SDC_FILE = /design/flow/constraint.sdc
export NUM_CORES = 4
export LEC_CHECK = 1
export CORE_AREA = 10 10 107 107
export DIE_AREA = 0 0 117 117

===== ./design.v =====
module adder(input logic [31:0] a, b, 
output logic [31:0] y); 
assign y=a+b;
 endmodule

==> flow_metrics.py <==
# Auto-generated metrics
metrics = {
    "status": {
        "status": "complete, no violations",
    },
    "sta": {
        "setup_viol": 0,
        "finalClockPeriodUsage_pct": 56.5,
        "hold_viol_final": 0,
        "slew_violations": 0,
        "slew_headroom_pct": 61.6,
        "rsz0062_at_grt": "false",
        "tightest_slew_ns": 0.562,
        "setup_tns_ns": 0,
        "fmax_mhz": 97.7,
        "finalCriticalPeriod_ns": 10.23,
    },
    "power": {
        "p_seq_share_pct": 0,
        "switching_share_pct": 40.7,
        "irDropWorstVdd_v": 0.0000152,
        "intPower_mw": 0.0645,
        "power_frac_comb_pct": 100.0,
        "p_per_area_mw_per_mm2": 38.8,
        "clockPowerShare_pct": 0,
        "finalPower_mw": 0.109,
        "leakage_nw": 1.18,
        "p_switching_mw": 0.0442,
    },
    "route": {
        "wirelength_um": 6400,
        "vias_per_cell": 4.85,
        "top_layer_used": "met4",
        "n_antenna_cell": 0,
        "route.met3.wl_um": 661,
        "first_pass_iters": 6,
        "vias": 2120,
        "met2_length_um": 2880,
        "dr.first_iter.drc_count": 83,
        "antenna_left": 0,
        "avgRoutedWirePerCell_um": 14.6,
        "drt_drc_violations_left": 0,
        "wl_met1_um": 2840,
    },
    "synthesis": {
        "ys_cells": 241,
        "ys_warn_count": 0,
        "synthCells": 241,
        "postSynthSeqShare_pct": 0,
        "synth_chip_area_mm2": 0.00174,
        "netlist_area_mm2": 0.00174,
        "syn_area_per_cell_um2": 7.24,
        "ys_types": 50,
    },
    "finish": {
        "layout_top_cells": "96 x clkdlybuf4s50_1, 31 x ha_1, 29 x a21oi_1",
        "drive_gt1_share_pct": 3.07,
        "register_area_um2": 0,
        "clock_buffers": 0,
        "fillCellCount": 985,
        "final_area_mm2": 0.00280,
        "lay_top_count": "clkdlybuf4s50_1",
        "n_sequential_cell": 0,
        "utilization_pct": 30.4,
        "area_growth_pct": 60.5,
    },
    "die": {
        "die_area_mm2": 0.0137,
        "fp.coreArea_mm2": 0.00920,
        "chipWidth_um": 117,
        "pin_count": 96,
        "initial_core_util_pct": 19.0,
        "die_h_um": 117,
        "num_rows": 35,
    },
    "min_path": {
        "hold_path.class": "in -> out",
        "whs_path_depth": 3,
    },
    "global_routing": {
        "antenna_found_initial": 0,
        "grt_pass1_wl_um": 10200,
        "grt_pass1_vias": 2103,
        "grt_max_degree": 11,
        "grt_usage_pct": 8.95,
        "overflow": 0,
    },
    "worst_setup_path": {
        "cp_cell_sequence": "clkdlybuf4s50_1, ha_1, fa_1, a21o_1, a31o_2, nand3_1, o221ai_1, a311oi_1, o21bai_1, xor2_1, clkdlybuf4s50_1",
        "crit_path_start_kind": "primary input",
        "crit_buf_inv": 2,
        "critPathMaxFanout": 4,
        "cp_common_cell": "clkdlybuf4s50_1",
        "critPathRequiredTime_ns": 14.48,
        "cp_num_cells": 11,
        "crit_family": "AND-OR/OR-AND gates",
        "crit_type": "in -> out",
        "critPathMaxStageDelay_ns": 0.50,
        "slowest_stage": "clkdlybuf4s50_1",
        "worstPathArrival_ns": 6.61,
        "end_kind": "primary output",
    },
    "clocking": {
        "post_cts_resize_count": 0,
        "postCtsHoldBufs": 0,
        "cts_setup_buffers": 0,
    },
    "placement": {
        "portBuffers": 96,
        "gp_congestion": 0.828,
        "place_area_mm2": 0.00280,
        "dp.final_hpwl_um": 5600,
    },
    "flow_run": {
        "cap_violations": 0,
        "warning_count": 32,
    },
}
[cells in the mapped netlist, types with 2 or more instances]
master | number | share of area, %
a211oi_1 | 3 | 1.3
a21o_1 | 19 | 8.2
a21oi_1 | 29 | 8.3
a311oi_1 | 2 | 1.0
a31oi_1 | 3 | 1.1
buf_2 | 2 | 0.57
clkbuf_1 | 8 | 1.7
ha_1 | 31 | 22
inv_1 | 6 | 1.3
mux2i_1 | 2 | 1.1
nand2_1 | 18 | 3.9
nand2b_1 | 2 | 0.72
nand3_1 | 10 | 2.9
nand4_1 | 8 | 2.9
nor2_1 | 12 | 2.6
nor3_1 | 4 | 1.1
o211ai_1 | 3 | 1.3
o21a_1 | 2 | 0.86
o21ai_0 | 13 | 3.7
o21bai_1 | 4 | 1.7
o221ai_1 | 2 | 1.0
o311ai_1 | 2 | 1.0
or2_2 | 3 | 1.1
xnor2_1 | 13 | 6.5
xor2_1 | 15 | 7.5
[power by group through the flow]
stage	sequential (mW)	clock [mW]	combinational (mW)
finish	0	0	0.109
CTS	0	0	0.110
global route	0	0	0.121
[layer usage]
metal | vias up | global-route usage, %
met1 | 963 | 11.4
met4 | 0 | 0.247
met5 | - | 0
met3 | 2 | 3.04
met2 | 63 | 15.1
li1 | 1092 | -
[layout make-up]
type / count / area, µm² / share of cell area (%)
tap: 111 / 139 / 4.96
timing repair buffer: 96 / 961 / 34.3
multi-input combinational: 224 / 1680 / 59.9
inverter: 6 / 22.5 / 0.804
[kinds of logic (layout without fill, tap and decap cells)]
logic type               Yosys count  count (layout)  share of synthesized area (%)
buffers and inverters             17             102                           3.80
adder cells (fa/ha/maj)           32              32                           23.4
AND-OR/OR-AND                     97              97                           39.3
multiplexers                       2               2                           1.15
XOR/XNOR                          28              28                           14.1
AND/OR/NAND/NOR                   65              65                           18.3
[final timing paths]
path / startpoint / end / slack [ns]
min: b[0] / y[0] / 8.27
max: a[0] / y[26] / 7.87
[through the flow]
step | std cells | hold WS [ns] | setup slack (ns)
floorplan | 241 | 7.31 | 9.03
global placement | 437 | 8.27 | 7.88
detailed placement | 437 | 8.28 | 7.87
CTS | 437 | 8.28 | 7.87
global route | 437 | 8.31 | 7.70
finish | 437 | 8.27 | 7.87
[tightest hold or removal path, delay by kind of cell]
family,cells,cell delay [ns]
adders and majority gates,1,0.11
buffers and inverters,2,0.92
Power figures rest on the tool's default switching activity, not on a simulated workload.
