==> ./design.v <==
module maindec(input logic [5:0] op,
	       output logic memtoreg, memwrite,
	       output logic branch, alusrc,
 	       output logic regdst, regwrite,
	       output logic jump,
	       output logic [1:0] aluop);
logic [8:0] controls;
assign {regwrite, regdst, alusrc, branch, memwrite,
        memtoreg, jump, aluop} = controls;
always_comb
  case(op)
	6'b000000: controls <= 9'b110000010;  
	6'b100011: controls <= 9'b101001000;  
	6'b101011: controls <= 9'b001010000;  
	6'b000100: controls <= 9'b000100001;  
	6'b001000: controls <= 9'b101000000;  
	6'b000010: controls <= 9'b000000100;  
	default: controls <= 9'bxxxxxxxxx;  
   endcase
endmodule
==> ./run.sh <==
#!/bin/bash
# OpenROAD 26Q1-2900-gdf79404cd8, Yosys 0.63+post, stock flow scripts
make -C /OpenROAD-flow-scripts/flow DESIGN_CONFIG=/design/flow/config.mk WORK_HOME=/design/flow/orfs finish
==> ./config.mk <==
export PLATFORM = sky130hd
export DESIGN_NAME = maindec
export DESIGN_NICKNAME = maindec
export VERILOG_FILES = /design/flow/design.v
export SDC_FILE = /design/flow/constraint.sdc
export NUM_CORES = 4
export LEC_CHECK = 1
export CORE_AREA = 10 10 70 70
export DIE_AREA = 0 0 80 80
==> ./constraint.sdc <==
current_design maindec

set clk_period 1.9
set clk_io_pct 0.2

create_clock -name clk0 -period $clk_period

set non_clock_inputs [all_inputs -no_clocks]
set_input_delay [expr $clk_period * $clk_io_pct] -clock clk0 $non_clock_inputs
set_output_delay [expr $clk_period * $clk_io_pct] -clock clk0 [all_outputs]
==> highlights.md <==
### Status
- status: completed

### Yosys
- Post-Synthesis Cells: 22
- Distinct cells, synth: 15
- aoi/oai-family share of the synthesized area: 28.1%
- top cells by area: sky130_fd_sc_hd__nor3_1, sky130_fd_sc_hd__buf_4, sky130_fd_sc_hd__nand4_1
- Top non-seq family: simple AND/OR/NAND/NOR gates
- yosys cell count: 22
- portion of the post-synthesis area used by sequential elements: 0%
- Synth mux share: 0%
- post-synthesis cell type with the largest combined area: sky130_fd_sc_hd__nor3_1
- Netlist Area Pre-Place: 143 um2
- yosys warns: 1
- simple-gate share of the synthesized area: 56.1%
- Adder-Cell Fraction of Synth Area: 0%
- Chip Area, Yosys: 143 um2
- xor and xnor fraction of the mapped netlist area: 0%
- top cell type by instance count after synthesis: sky130_fd_sc_hd__nor3_1
- area fraction of the dominant cell type after synthesis: 10.5%
- Avg Cell Area, Syn: 6.48 um2

### Power and ir drop
- ratio of total power to cell area: 123 nW/um2
- net switching share of the total power: 49.9%
- internal power of the cells: 0.0237 mW
- relative contribution of combinational cells to total power: 100.0%
- sequential cell fraction of total power: 0%
- clock network power share: 0%
- VDD IR-drop max: 0.0213 mV
- Switch Pwr: 0.0236 mW
- Leak Pwr: 0.169 nW

### Floorplan
- num rows: 21
- chip area: 6400 um2
- area inside the core boundary: 3420 um2
- die span in y: 80 um
- die boundary width: 80 um
- starting utilization of the core area: 4.18%
- number of ports placed on the die boundary: 15

### Layout
- flip-flop and latch count: 0
- clock buffers: 0
- utilization after layout: 11.3%
- proportion of layout cells with a drive suffix above 1: 53.7%
- post-route cell area: 385 um2
- Sequential Area: 0 um2
- P&R area growth vs syn: 170%

### STA
- max-slew headroom at the worst pin: 86.9%
- number of setup violations in the final report: 0
- Hold Worst Slack: 1.14 ns
- maximum achievable frequency: 0.547 GHz
- transition at the pin with the smallest max-transition slack: 0.195 ns
- fraction of the cycle the final worst path needs: 96.1%
- setup repair after global routing missed its margin: no
- number of failing hold endpoints at the final stage: 0
- Max Slew Vio Count: 0
- clock period minus final worst setup slack: 1.83 ns

### Setup path
- Startpoint Class: input pin
- required time worst endpoint: 1.52 ns
- data arrival time of the worst path: 1.45 ns
- Critical Path Fanout Max: 4
- CP Class: input pin to output pin
- Setup crit end kind: output pin

### Placed design
- cell area after placement: 365 um2
- quantity of I/O buffers inserted on ports: 15
- global placer's final weighted congestion: 0.713
- detailed-placement wirelength estimate: 624 um

### Global routing
- overall track demand over capacity in global routing: 2.10%
- initial antenna violation count: 0
- number of global-route vias before repair: 221
- first-pass GRT wire length: 1130 um
- leftover overflow at the end of global routing: 0
- maximum number of pins on one net before global-route repair: 6

### Flow run
- tally of OpenROAD warnings: 33
- count of max-cap constraint violations: 0

### Drt
- DR iter-0 viols: 26
- per-cell routed wire length: 8.28 um
- post-detailed-route DRC marker count: 0
- TritonRoute pass-1 iters: 2
- Total Routed Length: 720 um
- via total after detailed routing: 226
- number of antenna diodes: 0
- count of antenna-violating nets left after detailed routing: 0
- routed vias/inst: 2.60

### Worst hold path
- Hold Path Stages: 4
- class of the most critical hold timing path: input pin to output pin

### Clocking
- hold_buf cts: 0

[what timing repair did]
action	4_1_cts	5_1_grt
setup endpoints to repair	9	6
resized	22	12
pin swaps	5	6
setup buffers	0	2
[per-stage QoR]
stage	TNS (ns)	std cells	power (mW)	setup slack, ns
floorplan	0	22	0.0137	0.588
global placement	-3.10	85	0.0477	-0.407
detailed placement	-3.13	85	0.0478	-0.410
CTS	-0.0561	85	0.0443	-0.0342
global route	0	87	0.0521	0.0204
finish	0	87	0.0473	0.0735
[cells in the final DEF, fill, tap and decap left out, types with 2 or more instances in the layout]
master | synthesis | layout
sky130_fd_sc_hd__nor2_4 | 1 | 2
sky130_fd_sc_hd__nor3_1 | 3 | 2
sky130_fd_sc_hd__dlygate4sd2_1 | 0 | 4
sky130_fd_sc_hd__buf_4 | 2 | 6
sky130_fd_sc_hd__buf_2 | 0 | 3
sky130_fd_sc_hd__clkdlybuf4s50_1 | 0 | 3
sky130_fd_sc_hd__clkbuf_2 | 0 | 2
sky130_fd_sc_hd__dlymetal6s2s_1 | 0 | 3
sky130_fd_sc_hd__nand4_1 | 2 | 2
sky130_fd_sc_hd__inv_2 | 0 | 2
[area by class of cell]
cell class         instances  area, um2
repair buffers            21        173
well taps                 46       57.6
fillers                  391       3030
multi-input cells         18        148
inverters                  2       7.51
[kinds of logic after synthesis]
logic type	after synthesis
AND-OR/OR-AND	5
buffers and inverters	4
AND/OR/NAND/NOR	13
[path summary, 6_finish.rpt]
check | start | slack (ns) | end
min | op[3] | 1.14 | memwrite
max | op[4] | 0.07 | jump
[routing by layer]
| metal | track usage [%] | wire [um] |
|---|---|---|
| met5 | 0 | 0 |
| met3 | 0.455 | 78 |
| met4 | 0 | 0 |
| met2 | 3.37 | 313 |
| met1 | 2.97 | 328 |
[power groups by stage]
| stage | sequential (mW) | combinational [mW] | clock, mW |
|---|---|---|---|
| finish | 0 | 0.0473 | 0 |
| global route | 0 | 0.0521 | 0 |
| CTS | 0 | 0.0443 | 0 |
[worst max-delay path, stage by stage]
cell                              delay (ns)
sky130_fd_sc_hd__dlygate4sd2_1          0.27
sky130_fd_sc_hd__nor2_4                 0.15
sky130_fd_sc_hd__and3_2                 0.18
sky130_fd_sc_hd__clkdlybuf4s50_1        0.46
No activity file was given, so power comes from the tool's default toggle rates.
